$ cat ./run.sh
#!/bin/bash
# OpenROAD 26Q1-2900-gdf79404cd8, Yosys 0.63+post, stock flow scripts
make -C /OpenROAD-flow-scripts/flow DESIGN_CONFIG=/design/flow/config.mk WORK_HOME=/design/flow/orfs finish
$ cat ./config.mk
export PLATFORM = sky130hd
export DESIGN_NAME = uart_phy
export DESIGN_NICKNAME = uart_phy
export VERILOG_FILES = /design/flow/design.v
export SDC_FILE = /design/flow/constraint.sdc
export NUM_CORES = 4
export LEC_CHECK = 1
export CORE_UTILIZATION = 30
$ cat ./constraint.sdc
current_design uart_phy

set clk_period 7.8
set clk_io_pct 0.2

create_clock -name clk0 -period $clk_period [get_ports {clk_i}]

set non_clock_inputs [all_inputs -no_clocks]
set_input_delay [expr $clk_period * $clk_io_pct] -clock clk0 $non_clock_inputs
set_output_delay [expr $clk_period * $clk_io_pct] -clock clk0 [all_outputs]
$ cat ./design.v
module uart_phy 
    #(
        parameter FREQ = 100000000,
        parameter BAUDRATE = 921600
    )
    (
        input clk_i,
        input rst_i,
        input [1:0] rate_i,
        input rxd_i,
        output txd_o,
        input nd_i,
        input [7:0] data_i,
        output rfd_o,
        output vd_o,
        output [7:0] data_o
    );
    wire tick;
    uart_phy_tick 
    #(
        .FREQ(FREQ),
        .BAUDRATE(BAUDRATE)
    ) 
    m_tick
    (
        .rst_i(rst_i),
        .clk_i(clk_i),
        .rate_i(rate_i),
        .tick_o(tick)
    );
    uart_phy_rx m_rx
    (
        .rst_i(rst_i),
        .clk_i(clk_i),
        .tick_i(tick),
        .rxd_i(rxd_i),
        .vd_o(vd_o),
        .data_o(data_o)
    );
    uart_phy_tx m_tx
    (
        .rst_i(rst_i),
        .clk_i(clk_i),
        .tick_i(tick),
        .nd_i(nd_i),
        .data_i(data_i),
        .rfd_o(rfd_o),
        .txd_o(txd_o)
    );
endmodule  
`timescale 1 ns/1 ps
module uart_phy_rx
    (
        input clk_i,
        input rst_i,
        input tick_i,
        input rxd_i,
        output reg vd_o,
        output reg [7:0] data_o
    );
    localparam [1:0] ST_IDLE = 2'b00;
    localparam [1:0] ST_RECV = 2'b01;
    localparam [1:0] ST_NEXT = 2'b10;
    localparam [1:0] ST_END = 2'b11;
    localparam [4:0] LEVEL = 5'd8;
    reg [2:0] rxd;
    reg rxd_sync;
    reg [9:0] rxd_buf;
    reg [3:0] rxd_buf_cnt;
    reg [4:0] rxd_buf_data;
    reg [3:0] tick_cnt;
    reg [1:0] state;
    wire rxd_buf_bit;
    assign rxd_buf_bit = ( rxd_buf_data < LEVEL )? 1'b0 : 1'b1;
    always @ ( posedge clk_i )
        begin
            if ( rst_i )
                begin
                    rxd <= 3'b111;
                    rxd_sync <= 1'b1;
                end
            else
                begin
                    rxd <= {rxd[1:0], rxd_i};
                    rxd_sync <= ( rxd[2] )? ( rxd[1] | rxd[0] ) : ( rxd[1] & rxd[0] );
                end
        end
    always @ ( posedge clk_i )
        begin
            if ( rst_i )
                begin
                    state <= ST_IDLE;
                    vd_o <= 1'b0;
                    tick_cnt <= 4'd0;
                    rxd_buf_cnt <= 4'd0;
                end
            else
                begin
                    case( state ) /* synthesis full_case */
                        ST_IDLE :
                            begin
                                vd_o <= 1'b0;
                                if ( tick_i & !rxd_sync )
                                    begin
                                        state <= ST_RECV;
                                        tick_cnt <= 4'd1;
                                        rxd_buf_cnt <= 4'd0;
                                        rxd_buf_data <= 5'd0;
                                    end
                            end
                       ST_RECV :
                           begin
                               if ( tick_i )
                                   begin
                                       if ( tick_cnt == 4'd15 )
                                           begin
                                               state <= ST_NEXT;
                                           end
                                       tick_cnt <= tick_cnt + 4'd1;
                                       rxd_buf_data <= rxd_buf_data + {4'd0, rxd_sync};
                                   end
                           end
                       ST_NEXT :
                           begin
                               state <= ( rxd_buf_cnt < 4'd9 )? ST_RECV : ST_END;
                               rxd_buf_cnt <= rxd_buf_cnt + 4'd1;
                               rxd_buf_data <= 5'd0;
                               rxd_buf <= { rxd_buf_bit, rxd_buf[9:1] };
                           end
                       ST_END :
                           begin
                               state <= ST_IDLE;
                               vd_o <= rxd_buf[9] & !rxd_buf[0];
                               data_o <= rxd_buf[8:1];
                           end
                    endcase
                end
        end
endmodule  
`timescale 1 ns/1 ps
module uart_phy_tick 
    #(
        parameter FREQ = 100000000,
        parameter BAUDRATE = 921600
    )
    (
        input clk_i,    
        input rst_i,
        input [1:0] rate_i,
        output reg tick_o
    );
    localparam real TICK_INC_REAL_1 = ( ( 4294967296.0 * 16.0 * BAUDRATE ) / ( FREQ ) );
    localparam real TICK_INC_REAL_2 = ( ( 4294967296.0 * 8.0 * BAUDRATE ) / ( FREQ ) );
    localparam real TICK_INC_REAL_3 = ( ( 4294967296.0 * 4.0 * BAUDRATE ) / ( FREQ ) );
    localparam real TICK_INC_REAL_4 = ( ( 4294967296.0 * 2.0 * BAUDRATE ) / ( FREQ ) );
    localparam [32:0] TICK_INC_INT_1 = TICK_INC_REAL_1;
    localparam [32:0] TICK_INC_INT_2 = TICK_INC_REAL_2;
    localparam [32:0] TICK_INC_INT_3 = TICK_INC_REAL_3;
    localparam [32:0] TICK_INC_INT_4 = TICK_INC_REAL_4;
    reg [32:0] tick_cnt  ;
    reg [32:0] tick_inc;
    always @ ( posedge clk_i )
        begin
            if ( rst_i )
                begin
                    tick_cnt <= 33'd0;
                end
            else
                begin
                    if ( tick_cnt[32] )
                        begin
                            tick_cnt <= {1'b0, tick_cnt[31:0]} + tick_inc;
                        end
                    else
                        begin
                            tick_cnt <= tick_cnt + tick_inc;
                        end
                end
        end    
    always @ ( posedge clk_i )
        begin
            tick_o <= tick_cnt[32];
            case( rate_i ) /* synthesis full_case */
                2'd0 : tick_inc <= TICK_INC_INT_1;
                2'd1 : tick_inc <= TICK_INC_INT_2;
                2'd2 : tick_inc <= TICK_INC_INT_3;
                2'd3 : tick_inc <= TICK_INC_INT_4;
            endcase
        end
endmodule  
`timescale 1 ns/1 ps
module uart_phy_tx(
    input rst_i,
    input clk_i,
    input tick_i,
    input nd_i,
    input [7:0] data_i,
    output rfd_o,
    output txd_o
    );
    localparam [0:0] ST_IDLE = 1'b0;
    localparam [0:0] ST_TX = 1'b1;
    reg [7:0] tx_data;
    reg tx_data_exist;
    reg [9:0] tx_buf;
    reg [3:0] tx_buf_cnt;
    reg [3:0] tick_cnt;
    reg state;
    assign rfd_o = !( nd_i | tx_data_exist );
    assign txd_o = tx_buf[0];
    always @ ( posedge clk_i )
        begin
            if ( rst_i )
                begin
                    tx_data_exist <= 1'b0;
                    state <= ST_IDLE;
                end
            else
                begin
                    case( state )
                        ST_IDLE:
                            begin
                                tick_cnt <= 4'd0;
                                tx_buf_cnt <= 4'd0;
                                tx_buf <= ( tick_i & tx_data_exist )? {1'b1, tx_data, 1'b0}: {10{1'b1}};
                                state <= ( tick_i & tx_data_exist )? ST_TX : ST_IDLE;
                                if ( nd_i )
                                    begin
                                        tx_data <= data_i;
                                        tx_data_exist <= 1'b1;
                                    end
                            end
                         ST_TX:
                             begin   
                                 state <= ( tx_buf_cnt == 4'd10 )? ST_IDLE : ST_TX;
                                 if ( tick_i )
                                     begin
                                         tick_cnt <= tick_cnt + 4'd1;
                                         if ( tick_cnt == 4'd15 )
                                             begin
                                                 tx_buf_cnt <= tx_buf_cnt + 4'd1;
                                                 tx_buf <= {1'b1, tx_buf[9:1]};
                                             end
                                     end
                                 if ( tx_buf_cnt == 4'd10 )
                                     begin
                                         tx_data_exist <= 1'b0;
                                     end
                             end    
                    endcase
                end
        end
endmodule  
==> GITHUB_STEP_SUMMARY <==
### Flow metrics

| Metric | Value |
|---|---|
| Top cell area share | `25.5%` |
| # port buffers | `24` |
| Final design utilization | `35.1%` |
| Int Power | `1210 µW` |
| Tool warning count | `33` |
| H-Tree Depth | `3` |
| Async SR Flop Fraction | `0%` |
| Fin crit period | `4090 ps` |
| Final cell count without fillers | `816` |
| P_sw | `696 µW` |
| M3 GR Usage | `2.21%` |
| Clock Pin Slew Worst Setup and Hold Paths | `80 ps` |
| Max Clock Freq | `245 MHz` |
| Drt via density | `4.97` |
| Row cnt | `49` |
| Drt first pass iters | `16` |
| Post-synthesis cell count | `564` |
| Clk sink count | `112` |
| GRT Total Usage | `11.8%` |
| Main flop type | `dfxtp_1` |
| Post-Route WL | `10,800 µm` |
| Area growth syn-to-layout | `13.0%` |
| Fraction of layout cells with a size suffix above 1 | `8.01%` |
| Slew @ Worst Pin | `849 ps` |
| DRT iter0 DRCs | `263` |
| Post-Syn Area | `5650 µm²` |
| MaxCap Viol Count | `0` |
| Setup_tns | `0 ps` |
| Crit-path most repeated cell | `clkdlybuf4s50_1` |
| Post-synth regs | `112` |
| Fin crit share | `52.4%` |
| Final Skew | `5.82 ps` |
| Total congestion overflow | `0` |
| Critical Path Sink Type | `primary output` |
| WP data required | `6240 ps` |
| RR Endpoint | `m_tick.tick_cnt[24]` |
| Yosys cell types | `60` |
| FP Util | `31.0%` |
| Die Width | `139 µm` |
| Late-Pin Clk Latency | `350 ps` |
| Worst path cell trace | `clkdlybuf4s50_1, nor2_1, clkdlybuf4s50_1` |
| Die Area | `19,400 µm²` |
| Final instance area | `6380 µm²` |
| Status | `complete, no violations` |
| Yosys cell count | `564` |
| Antenna Nets Post-Route | `0` |
| Die Y | `139 µm` |
| Worst hold-check path type | `register to register` |
| CP Max Fanout | `2` |
| Routed vias | `4,057` |
| Worst Hold Path EP | `m_tick.tick_o` |
| CTS Root Cell | `clkbuf_16` |
| Comb gate area | `2700 µm²` |
| R2R Setup Slk | `4950 ps` |
| Largest net degree at the start of global routing | `68` |
| Met2 Resource Use GR | `18.3%` |
| Reg2reg start | `m_tick.tick_inc[12]` |
| Core Area | `18,200 µm²` |
| # fillers | `1,780` |
| Post-synth EDFFs | `48` |
| Number of remaining DRC errors | `0` |
| Hold_sp | `m_tick.tick_cnt[32]` |
| Worst path arrival time | `2530 ps` |
| # hold bufs at CTS | `0` |
| Combinational fraction of design power | `37.9%` |
| Total Power | `1900 µW` |
| Commonest cells after routing, fill and taps aside | `dfxtp_1, nor2_1, a21oi_1` |
| Worst hold path depth | `0` |
| Yosys warnings | `8` |
| Count of final setup violators | `0` |
| Final Max Slew Viols | `0` |
| Routed WL per cell | `13.2 µm` |
| Peak supply drop | `0.000124 V` |
| Total CTS buffers | `9` |
| HPWL Detailed | `7760 µm` |
| Dpl cell area | `6080 µm²` |
| Yosys stat area | `5650 µm²` |
| Reg area | `2720 µm²` |
| CTS resizes | `0` |
| RSZ-0062 raised after global routing | `false` |
| Global-route wire length before repair | `18,300 µm` |
| Synth area leaders | `edfxtp_1, dfxtp_1, ha_1, a21oi_1, nor2_1` |
| Bufs on Longest Clock Path | `2` |
| Hold Violations, Final | `0` |
| Vias in the first global route | `3,857` |
| CP Class | `input port to primary output` |
| Number of post-CTS setup repair buffers | `0` |
| R2R cell count | `8` |
| Avg Synthesized Cell Area | `10.0 µm²` |
| # IOs | `25` |
| Sequential area share after synthesis | `48.2%` |
| DP Cell Count | `800` |
| Cell type with the largest total area | `edfxtp_1` |
| PD cells | `298 nW/µm²` |
| Slowest stage cell, crit path | `clkdlybuf4s50_1` |
| Antenna cell count | `0` |
| Leak pwr | `0.00245 µW` |
| GR peak layer | `met2` |
| GRT met1 Usage | `17.7%` |
| Clock power frac | `24.5%` |
| Most frequent logic cell in the layout | `dfxtp_1` |
| Sequential Power Share | `37.7%` |
| Startpoint Class | `input port` |
| Slew HR | `43.3%` |
| Initial antenna violation count | `0` |
| Switching part of the total power | `36.5%` |
| CTS tree | `done` |
| Slowest stage delay, CP | `460 ps` |
| Final GP Congestion | `0.908` |
==> how the worst max path moves through the flow <==
| stage | from | to | slack, ps |
|---|---|---|---|
| after global routing | nd_i | rfd_o | 3660 |
| final | nd_i | rfd_o | 3710 |
| after CTS | nd_i | rfd_o | 3700 |
==> Yosys cell counts, drive strengths merged (5+ instances only) <==
| master | number |
|---|---|
| dfxtp | 64 |
| nor2 | 63 |
| a21oi | 54 |
| edfxtp | 48 |
| ha | 41 |
| inv | 33 |
| o21ai | 27 |
| nand2 | 26 |
| nor2b | 21 |
| clkbuf | 17 |
| nand3 | 14 |
| xnor2 | 14 |
| and2 | 13 |
| nand4 | 12 |
| nor3 | 12 |
| mux2 | 9 |
| or2 | 8 |
| xor2 | 8 |
| a21o | 6 |
| and3 | 5 |
| o21bai | 5 |
==> sequential cells by signal (all words and copies together), names as in the netlist <==
signal              cells
m_tx.tx_buf_cnt         4
m_tick.tick_o           1
m_rx.rxd                3
m_rx.state              4
m_tick.tick_inc        11
m_rx.data_o             8
m_tx.tx_data            8
m_tx.tick_cnt           4
m_rx.rxd_buf           10
m_rx.tick_cnt           4
m_tx.tx_data_exist      1
m_tx.tx_buf             9
m_rx.rxd_buf_data       5
m_rx.rxd_sync           1
m_rx.rxd_buf_cnt        4
m_tx.state              1
m_rx.vd_o               1
m_tick.tick_cnt        33
==> critical path, delay by kind of cell <==
family / cells / cell delay, ps
AND/OR/NAND/NOR: 1 / 90
buffers and inverters: 2 / 880
==> logic make-up after synthesis <==
logic type,count (synthesis),synth area share (%)
DFF,112,48.2
xor gates and xnor gates,22,3.41
buffers and inverters,52,4.08
and+or+nand+nor,194,17.7
muxes,11,2.22
adders and majority gates,42,9.44
AOI/OAI and AO/OA,131,15.0
==> cell type report <==
cell class | count | area share (%)
Timing Repair Buffer | 26 | 3.92
Inverter | 33 | 1.94
Tap cell | 229 | 4.49
Clock buffer | 9 | 3.53
Multi-Input combinational cell | 400 | 42.2
Sequential cell | 112 | 42.6
Clock inverter | 7 | 1.25
==> power groups by stage <==
| stage | clock (µW) | combinational (µW) | sequential (µW) |
|---|---|---|---|
| after CTS | 479 | 716 | 718 |
| after global routing | 500 | 806 | 728 |
| final | 466 | 720 | 717 |
==> per-stage QoR <==
step                      hold WS (ps)  setup WS, ps
after floorplan                    310          4290
final                              331          3710
after global routing               336          3660
after global placement             312          3700
after detailed placement           316          3710
after CTS                          334          3700
==> per-layer routing <==
layer	part of all wire (%)	vias up
met2	44	85
met3	4.5	18
met4	2.5	0
met1	49	1903
li1	-	2051
met5	0	-
Power and IR drop assume default switching activity.
